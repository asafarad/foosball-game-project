`design.v`:
```
module game_over_object (
	   	input   logic   CLK,
		input   logic   RESETn,
		input   logic [10:0] oCoord_X,
		input   logic [10:0] oCoord_Y,
		input   logic game_over_ena,
		output  logic   drawing_request,		
		output  logic [7:0] mVGA_RGB 
);
localparam int object_X_size = 120;
localparam int object_Y_size = 120;
bit [0:object_Y_size-1] [0:object_X_size-1] object_mask = {
{120'b000000000001100000000000110000000000000000000000000000000001011111110100000000000001011100000000000000000000000000000000},
{120'b000000000010111111111111101000000000000000000000000000000001011111110100000000000010111100000000000000000000000000000000},
{120'b000000000010111111111111110100000000000000000000000000000001011111111010000000000010111100000000000000000000000000000000},
{120'b000000000101111111111111111010000000000000000000000000000001011111111010000000000101111100000000000000000000000000000010},
{120'b000000001011111111111111111101000000000000000110000000000001011111111101000000000101111100000000000000000000000000111100},
{120'b000000001011111111111111111110100000000000001010000000000001011111111101000000001011111100000000000000000000000111000010},
{120'b000000010111111111111111111110100000000000010110000000000001011111111110100000001011111100000000000000000001111000111111},
{120'b000000010111111111111111111110100000000000101110100000000001011111111110100000010111111101000000000000001110000111111111},
{120'b000000101111111111111111111110100000000000011111010000000001011111111110100000010111111101000000000011110001111111111111},
{120'b000000101111111111111111111110100000000001011111101000000001011111111111010000101111111101000000011100001111111111111111},
{120'b000001011111111111111111111110100000000010111111101000000001011111111111010000101111111101000111000011111111111111111111},
{120'b000001011111111111111111111110100000000010111111110100000001011111111111101001011111111101011001011111111111111111111111},
{120'b000010111111111111111111111110100000000101111111110100000001011111111111101001011111111101100111111111111111111111111111},
{120'b000010111111111111111111111110100000000101111111111010000001011111111111110110111111111101111111111111111111111111111111},
{120'b000101111111111110111111111110100000001011111111111101000001011111111111110110111111111101111111111111111111111111111111},
{120'b001011111111111110101111111110100000010111111111111101000001011111111111111001111111111101111111111111111111111111111111},
{120'b001011111111111101110111111110100000010111111111111110100001011111111111111111111111111101111111111111111111111111111111},
{120'b010111111111111101011101111110100000101111111111111111010001011111111111111111111111111101111111111111111111111111111111},
{120'b010111111111111010000110001110000000101111111111111111010001011111111111111111111111111101111111111111111111111111111111},
{120'b101111111111111010000001110000000001011111111111111111101001011111111111111111111111111101111111111111111111111111111111},
{120'b101111111111110100000000001100000001011111111111111111101001011111111111111111111111111101111111111111111111111111111111},
{120'b011111111111110100000000000111000010111111111111111111110101011111111111111111111111111101111111111111111111111111111111},
{120'b011111111111101001111111100000000010111111111111111111111011011111111111111111111111111101111111111111111111111111111111},
{120'b111111111111101000000000011111100101111111111111111111111011011111111111111111111111111101111111111111111111111111111111},
{120'b111111111111010101111111111111101101111111111111111111111101011111111111111111111111111101111111111111111111111111111110},
{120'b111111111111010101111111111111101101111111111111111111111110011111111111111111111111111101111111111111111111111111110000},
{120'b111111111111010101111111111111101101111111111111111111111110011111111111111111111111111101111111111111111111111000000000},
{120'b111111111111010101111111111111101011111111111111111111111110011111111111111111111111111101111111111111111100000000000000},
{120'b111111111111010101111111111111101011111111111111111111111110011111111111111111111111111101111111111111111111110000000000},
{120'b111111111111010101111111111111101011111111111111111111111110011111111111111111111111111101111111111111111111111110000000},
{120'b111111111111010101111111111111101011111111111111111111111110011111111111111111111111111101111111111111111111111111000000},
{120'b111111111111010101111111111111101011111111111101111111111110011111111111111111111111111101111111111111111111111111000000},
{120'b111111111111010101111111111111100111111111110001111111111110011111111111111111111111111101111111111111111111111111000000},
{120'b111111111111010101111111111111100111111111110000111111111111001111111111111111111111111101111111111111111111111111000000},
{120'b111111111111010000001111111111100111111111110001111111111110011111111111111111111111111101111111111111111111111111000000},
{120'b111111111111010001110101111111100111111111110001111111111110011111111111111111111111111101111111111111111111111111000000},
{120'b111111111111101100011101111111101111111111110001111111111110011111111111111111111111111101111111111111111111111111000000},
{120'b111111111111110111111101111111101111111111110001111111111110011111111111111111111111111101111111111111111111111111000000},
{120'b111111111111111101000101111111101111111111111111111111111110011111111111111111111111111101111111111111111111111111000000},
{120'b111111111111111111111111111111101111111111111111111111111110011111111111111111110111111101111111111111111111111110000000},
{120'b111111111111111111111111111111101111111111111111111111111110011111111111111111110111111101111111111111111111111110000000},
{120'b111111111111111111111111111111111111111111111111111111111110111111111111111111110111111101111111111111111111110000000000},
{120'b111111111111111111111111111111111111111111111111111111111110111111111101111111100111111101111111111111111110100000000000},
{120'b111111111111111111111111111111111111111111111111111111111110111111111101111111010111111101111111111111110000000000000000},
{120'b111111111111111111111111111111111111111111111111111111111110111111111101111111010111111101111111111111110000000000000000},
{120'b111111111111111111111111111111111111111111111111111111111110111111111100111110110111111101111111111111111111111111111000},
{120'b011111111111111111111111111111111111111111111111111111111110111111111100111110110111111101111111111111111111111111111101},
{120'b011111111111111111111111111111111111111111111111111111111110111111111100111101010111111101111111111111111111111111111101},
{120'b101111111111111111111111111111111111111111111111111111111110111111111001011101010111111101111111111111111111111111111101},
{120'b101111111111111111111111111111111111111111111111111111111111111111111011011101010111111101111111111111111111111111111101},
{120'b010111111111111111111111111111111111111111111111111111111111111111111010011000010111111101111111111111111111111111111101},
{120'b001011111111111111111111111111111111111111111111111111111111111111111010001100010111111101111111111111111111111111111101},
{120'b001011111111111111111111111101111111111111111011111111111111111111111010001000010111111101111111111111111111111111111101},
{120'b000101111111111111111111111101111111111111101011111111111111111111111010000000010111111101111111111111111111111111111101},
{120'b000101111111111111111111111111111111111111101011111111111111111111111010000000010111111101111111111111111111111111111101},
{120'b000010111111111111111111111011111111111111011011111111111111111111111010000000010111111101111111111111111111111111111101},
{120'b000010111111111111111111111011111111111111011011111111111111111111111010000000010111111101111111111111111111111111111101},
{120'b000001011111111111111111111011111111111111011011111111111111111111110000000000010111111101101111111111111111111111111101},
{120'b000000101111111111111111110011111111111110101011111111111111111111110100000000000111111101101111111111111111111111111101},
{120'b000000101111111111111111110100000000000100000001111111111110011111110000000000000100000000001111111111111111111111111100},
{120'b000000001010111111111010010011111110111110100010000000000001100000000000000001111000111110100000000000000000011101000000},
{120'b000000001101111111111011110000111011111110100101110111111100011111100000000110010111111110101111111111111001111101111000},
{120'b000000000101111111111101000001101111111110100101111010000000000000000011110001111111111110100000000111101111111110100000},
{120'b000000001011111111111110100010111111111110010101111101000000000000011110001111111111111110100000001100111111111110100000},
{120'b000000001011111111111110100101111111111111010101111110100000000111100011111111111111111110100001100111111111111111010000},
{120'b000000010111111111111111011011111111111111010101111111010000111100011111111111111111111110100111011111111111111111101000},
{120'b000000010111111111111111011011111111111111010101111111101011000111111111111111111111111110111101111111111111111111101000},
{120'b000000101111111111111111101011111111111111010101111111110100111111111111111111111111111110110111111111111111111111110100},
{120'b000001011111111111111111101101111111111111010101111111111011111111111111111111111111111110011111111111111111111111110100},
{120'b000001011111111111111111110101111111111111011011111111111011111111111111111111111111111110111111111111111111111111111010},
{120'b000010111111111111111111111001111111111111101011111111111111111111111111111111111111111111111111111111111111111111111010},
{120'b000010111111111111111111111001111111111111101011111111111111111111111111111111111111111111111111111111111111111111111101},
{120'b000101111111111111111111111100111111111111101011111111111111111111111111111111111111111111111111111111111111111111111101},
{120'b000101111111111111111111111100111111111111101011111111111111111111111111111111111111111111111111111111111111111111111110},
{120'b001011111111111111111111111110111111111111101011111111111111111111111111111111111111111111111111111111111111111111111111},
{120'b001011111111111101111111111111111111111111101011111111111111111111111111111111111111111111111111111111111111111111111111},
{120'b010111111111111100111111111111011111111111101011111111111111111111111111111111111111111111111111111111111111111111111111},
{120'b010111111111111010111111111111111111111111101011111111111101111111111111111111111111111111111111111111111111111111111111},
{120'b101111111111111010111111111111111111111111110011111111111101111111111111111111111111111111111111111111011111111111111111},
{120'b101111111111110110011111111111111111111111110011111111111101111111111111111111111111111101111111111111001111111111111111},
{120'b011111111111110101011111111111101111111111110011111111111101111111111111111111111100000101111111111111010111111111111111},
{120'b011111111111101001011111111111101111111111110011111111111101111111111111111110000111111101111111111111011011111111111111},
{120'b111111111111100001011111111111101111111111110111111111111001111111111111111101000000000101111111111111010101111111111111},
{120'b111111111111010000101111111111101111111111110111111111111001111111111111111111111110100101111111111111010101111111111111},
{120'b111111111111010000101111111111101111111111110111111111111001111111111111111111111110100101111111111111010101111111111111},
{120'b111111111111010000101111111111100111111111110111111111111001111111111111111111111110100101111111111111010101111111111111},
{120'b111111111111101001011111111111100111111111111111111111110101111111111111111111111110100101111111111111010101111111111111},
{120'b111111111111101001011111111111100111111111111111111111110101111111111111111111111110100101111111111111010101111111111111},
{120'b111111111111110101011111111111100111111111111111111111110101111111111111111111111110100101111111111111010101111111111110},
{120'b111111111111110110111111111111101011111111111111111111110101111111111111111111111110100101111111111111010101111111111110},
{120'b111111111111111010111111111111101011111111111111111111110101111111111111111111111110100101111111111111010101111111111101},
{120'b111111111111111110111111111111101011111111111111111111101101111111111111111111111110100101111111111111011101111111111010},
{120'b111111111111111101111111111111101011111111111111111111101100111111111111111111111110100101111111111111011011111111111010},
{120'b111111111111111111111111111111101101111111111111111111101010111111111111111111111110100101111111111111011111111111110100},
{120'b111111111111111111111111111111101101111111111111111111101010111111111111111111111100000101111111111111111111111111110100},
{120'b011111111111111111111111111111101101111111111111111111010010111111111111111111111010000101111111111111111111111111101000},
{120'b011111111111111111111111111111101101111111111111111111010010111111111111111110101100000101111111111111111111111111100000},
{120'b101111111111111111111111111111101010111111111111111111010010111111111111111001111000000101111111111111111111111111010000},
{120'b101111111111111111111111111111010010111111111111111111010010111111111111101111111111111010111111111111111111111110100000},
{120'b010111111111111111111111111111010010111111111111111110100010111111111111111100000000000010111111111111111111111110100000},
{120'b010111111111111111111111111110100010111111111111111110100010111111111111111111111111111010111111111111111111111101000000},
{120'b001011111111111111111111111110100000011111111111111110100010111111111111111111111111111010111111111111111111111101000000},
{120'b001011111111111111111111111101000001011111111111111110100010111111111111111111111111111010111111111111111111111101000000},
{120'b000101111111111111111111111100000001011111111111111110100010111111111111111111111111111010111111111111111111111110100000},
{120'b000101111111111111111111111010000001011111111111111101000010111111111111111111111111111010111111111111111111111111011000},
{120'b000010111111111111111111110100000001011111111111111101000010111111111111111111111111111110111111111111111111111111101100},
{120'b000010111111111111111111110100000000101111111111111101000010111111111111111111111111111110111111111111111111111111111010},
{120'b000001011111111111111111101000000000101111111111111101000010111111111111111111111111111110111111111111111111111111111101},
{120'b000000001111111111111111101000000000101111111111111010000000011111111111111111111111111110111111111111111111111111111110},
{120'b000000101111111111111111010000000000101111111111111010000001011111111111111111111111111110111111111111111111111111111110},
{120'b000000010111111111111110100000000000010111111111111010000001011111111111111111111111111010111111111111111111111111111111},
{120'b000000000111111111111110100000000000010111111111111010000001011111111111111111111111111010111111111111111111111111111111},
{120'b000000000100000000000010000000000000010111111111111010000001011111111111111111111111111010111111111111111111111111111111},
{120'b000000000111111111111110000000000000010111111111110100000000011111111111111111111111111010111111111111011111111111111111},
{120'b000000000000000000000000000000000000001011111111110100000000000000000000000000000000000010111111111111001111111111111111},
{120'b000000000000000000000000000000000000001011111111110100000000001111111111111111111111111010111111111110110111111111111111},
{120'b000000000000000000000000000000000000001011111111110100000000000000000000000000000000000010111111111110101011111111111111},
{120'b000000000000000000000000000000000000001011111111101000000000000000000000000000000000000010111111111110100101111111111111},
{120'b000000000000000000000000000000000000000101111111101000000000000000000000000000000000000010111111111101000010111111111111},
{120'b000000000000000000000000000000000000000101111111101000000000000000000000000000000000000001011111111101000001000000000000}
};
int bCoord_X; 
int bCoord_Y;
logic drawing_X;
logic drawing_Y;  
logic mask_bit;
localparam int ObjectStartX = 260;
localparam int ObjectStartY = 180;
int objectEndX;
int objectEndY;
assign objectEndX    = (object_X_size + ObjectStartX);
assign objectEndY    = (object_Y_size + ObjectStartY);
assign drawing_X  = ((oCoord_X  >= ObjectStartX) &&  (oCoord_X < objectEndX)) ? 1 : 0;
assign drawing_Y = ((oCoord_Y  >= ObjectStartY) &&  (oCoord_Y < objectEndY)) ? 1 : 0;
assign bCoord_X	= (drawing_X == 1 &&  drawing_Y == 1)  ? (oCoord_X - ObjectStartX): 0;
assign bCoord_Y	= (drawing_X == 1 &&  drawing_Y == 1  )  ? (oCoord_Y - ObjectStartY): 0; 
always_ff@ (posedge CLK, negedge RESETn)
begin
    if(!RESETn)
   begin
         mVGA_RGB	<= 8'b0;
         drawing_request     <= 1'b0;
         mask_bit	<=  1'b0;
    end
   else
  begin
			drawing_request	<= object_mask[bCoord_Y][bCoord_X] && drawing_X && drawing_Y && game_over_ena;  
			mask_bit	<= object_mask[bCoord_Y][bCoord_X]; 
			if (object_mask[bCoord_Y][bCoord_X])
				mVGA_RGB <= 8'hE0;  
	end
end
endmodule		
```
`run.sh`:
```
#!/bin/bash
# OpenROAD 26Q1-2900-gdf79404cd8, Yosys 0.63+post, stock flow scripts
make -C /OpenROAD-flow-scripts/flow DESIGN_CONFIG=/design/flow/config.mk WORK_HOME=/design/flow/orfs finish
```
`config.mk`:
```
export PLATFORM = sky130hd
export DESIGN_NAME = game_over_object
export DESIGN_NICKNAME = game_over_object
export VERILOG_FILES = /design/flow/design.v
export SDC_FILE = /design/flow/constraint.sdc
export NUM_CORES = 4
export LEC_CHECK = 1
export CORE_UTILIZATION = 30
```
`constraint.sdc`:
```
current_design game_over_object

set clk_period 1.2
set clk_io_pct 0.2

create_clock -name clk0 -period $clk_period [get_ports {CLK}]

set non_clock_inputs [all_inputs -no_clocks]
set_input_delay [expr $clk_period * $clk_io_pct] -clock clk0 $non_clock_inputs
set_output_delay [expr $clk_period * $clk_io_pct] -clock clk0 [all_outputs]
```
==> results.json <==
{
  "clockBufferDepth": 2,
  "dieArea_um2": 39400,
  "crit_start": "oCoord_X[2]",
  "tightest_slew_ns": 1.58,
  "syn_inst": 1965,
  "cts_tree": "built",
  "slowest_delay_ns": 0.55,
  "die_y_um": 198,
  "place_congestion": 1.29,
  "cp-start-kind": "primary input",
  "rsz0062_at_grt": "yes",
  "cts_htree_levels": 1,
  "rows": 71,
  "syn2layout_area_growth_pct": 65.6,
  "power_frac_comb_pct": 96.8,
  "ys_warn_count": 1,
  "routed_via_density": 7.47,
  "synth_stat.cells": 1965,
  "cp_top_family": "AND-OR/OR-AND gates",
  "design.core.area_um2": 37800,
  "globalRouteOverflowTotal": 0,
  "wirelength_um": 125000,
  "setup_viol": 2,
  "clk_pin_slew_ns": 0.03,
  "grt_first_pass_wirelength_um": 171000,
  "drtIter0Drc": 4423,
  "fp_util_pct": 30.6,
  "power.internal_mw": 7.56,
  "final_cells": 3153,
  "clk_latency_ns": 0.22,
  "synth.distinct_cells": 86,
  "mostFrequentLayoutCell": "buf_4",
  "cts.sink_count": 2,
  "netlist_area_um2": 11600,
  "cts_hold_buf": 0,
  "async_flop_share_pct": 100,
  "fillers": 3796,
  "dpl.hpwl_um": 93000,
  "grt_usage_pct": 63.9,
  "total_power_mw": 18.2,
  "skew_ns": 0,
  "crit_type": "in -> reg",
  "critical_path.most_common_cell": "ha_1",
  "arrival_ns": 8.35,
  "syn_avg_cell_area_um2": 5.89,
  "drc_errors": 0,
  "power_frac_clock_pct": 2.8,
  "firstDrtPassIters": 12,
  "p_per_area_nw_per_um2": 950,
  "p_leak_nw": 8.10,
  "fmax_mhz": 121,
  "postLayoutSetupSlackWorst_ns": -7.05,
  "cp.required_ns": 1.30,
  "tool_warnings": 30,
  "slew_viol_final": 2,
  "yosys_register_bits": 2,
  "fin_crit_ns": 8.25,
  "ys_seq_share_pct": 0.433,
  "edf_count": 0,
  "cp_max_fo": 8,
  "drtAntennaViolNets": 0,
  "dp_cells": 3106,
  "r2r-start": "mVGA_RGB[5]$_DFFE_PN0P_",
  "maxCapViolCount": 1,
  "pre_cts_ws_ns": -7.49,
  "vias": 23565,
  "grt_pass1_vias": 21889,
  "violations": "max-capacitance violations, max-slew violations, negative setup slack",
  "post_drt_wl_per_cell_um": 39.7,
  "relSlewSlack_pct": -6.08,
  "crit_path_end_kind": "flip-flop",
  "finalCritPeriodShare_pct": 688,
  "final_layout_top_logic_cells": "811 x buf_4, 207 x nor2_1, 198 x o21ai_0",
  "cts_buffers": 3,
  "swShare_pct": 58.5,
  "status": "complete, but fails checks",
  "worstHoldPathType": "in -> async",
  "cp_num_buf_inv": 6,
  "die_x_um": 198,
  "drive_gt1_share_pct": 37.1,
  "io_pins": 34,
  "root_buffer": "clkbuf_16",
  "grt_max_degree": 57,
  "ys.flop_type": "dfrtp_1",
  "ys_area_um2": 11600,
  "switchingPower_mw": 10.7,
  "numPortBuffers": 28,
  "peakVddDrop_mv": 0.791,
  "antenna_found_initial": 18,
  "p_seq_share_pct": 0.4,
  "cpMaxStageDelayCell": "xnor3_4",
  "hold_violations": 0
}
[final cells by class]
cell class	count	area, um2	share of cell area [%]
multi-input cells	1669	11000	57.3
repair buffers	878	7080	36.9
well taps	511	639	3.34
inverters	73	303	1.58
clock buffers	3	75.1	0.392
flip-flops and latches	2	50.0	0.261
diodes	17	42.5	0.222
[kinds of logic after synthesis]
| kind of cell | after synthesis | synth area share [%] |
|---|---|---|
| other | 1 | 0.0324 |
| multiplexers | 7 | 0.833 |
| adder cells (fa/ha/maj) | 66 | 8.31 |
| AND/OR/NAND/NOR | 664 | 26.0 |
| XOR/XNOR | 41 | 3.48 |
| flip-flops | 2 | 0.433 |
| AND-OR/OR-AND | 886 | 50.8 |
| buffers and inverters | 298 | 10.1 |
[synth_stat cells (40+ instances only)]
| master | instances | area, um2 |
|---|---|---|
| ha_1 | 48 | 601 |
| a21oi_1 | 187 | 936 |
| o211ai_1 | 46 | 345 |
| inv_1 | 70 | 263 |
| nand3_1 | 75 | 375 |
| clkbuf_1 | 180 | 676 |
| a31oi_1 | 66 | 413 |
| nor3_1 | 59 | 295 |
| nor2_1 | 212 | 796 |
| o21ai_0 | 204 | 1020 |
| o22ai_1 | 40 | 250 |
| nand2_1 | 195 | 732 |
[layer usage]
metal / wire, um / track usage, % / vias to the layer above
li1: - / - / 8916
met3: 24100 / 45.7 / 1092
met4: 14500 / 51.3 / 35
met2: 43100 / 77.3 / 2646
met5: 938 / 27.7 / -
met1: 42600 / 72.1 / 10876
[state kept, by name, indices dropped and copies added (netlist names)]
| signal | count |
|---|---|
| mVGA_RGB | 1 |
| drawing_request | 1 |
[worst reg2reg max path, cell delays in order (launching register included)]
cell     delay (ns)
dfrtp_1        0.40
buf_4          0.15
a311o_2        0.34
[per-stage QoR]
| stage | util, % | TNS, ns | hold slack [ns] | instance area (um2) |
|---|---|---|---|---|
| floorplan | - | -14.33 | -0.0556 | 11800 |
| global placement | 48.4 | -14.77 | 0.423 | 18300 |
| detailed placement | 48.4 | -14.97 | 0.422 | 18300 |
| CTS | 49.7 | -13.44 | 0.191 | 18800 |
| global route | 50.6 | -14.35 | 0.204 | 19100 |
| finish | 50.6 | -14.10 | 0.192 | 19200 |
[power by group through the flow]
stage,combinational [mW],clock [mW],sequential [mW]
final,17.6,0.510,0.0683
after global routing,17.5,0.517,0.0683
after CTS,15.6,0.508,0.0683
[final timing paths]
path	endpoint	slack [ns]	cells past startpoint
max	mVGA_RGB[5]$_DFFE_PN0P_	-7.05	39
min	drawing_request$_DFF_PN0_	0.19	1
max reg2reg	mVGA_RGB[5]$_DFFE_PN0P_	0.20	2
min reg2reg	mVGA_RGB[5]$_DFFE_PN0P_	0.63	2
max in group asynchronous	mVGA_RGB[5]$_DFFE_PN0P_	0.88	1
min in group clk0	mVGA_RGB[5]$_DFFE_PN0P_	0.63	2
[repair_timing]
| item | 4_1_cts | 5_1_grt |
|---|---|---|
| setup endpoints to repair | 6 | 2 |
| pin swaps | 43 | 33 |
| hold endpoints to repair | 0 | 0 |
| resized | 112 | 37 |
| setup buffers | 13 | 14 |
| cloned | 2 | 0 |
